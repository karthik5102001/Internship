[/design/flow/config.mk]
export PLATFORM = sky130hd
export DESIGN_NAME = ifc_or
export DESIGN_NICKNAME = ifc_or
export VERILOG_FILES = /design/flow/design.v
export SDC_FILE = /design/flow/constraint.sdc
export NUM_CORES = 4
export LEC_CHECK = 1
export CORE_AREA = 10 10 70 70
export DIE_AREA = 0 0 80 80
[/design/flow/constraint.sdc]
current_design ifc_or

set clk_period 1.4
set clk_io_pct 0.2

create_clock -name clk0 -period $clk_period [get_ports {CLK}]

set non_clock_inputs [all_inputs -no_clocks]
set_input_delay [expr $clk_period * $clk_io_pct] -clock clk0 $non_clock_inputs
set_output_delay [expr $clk_period * $clk_io_pct] -clock clk0 [all_outputs]
[/design/flow/design.v]
module FIFO1(CLK,
             RST,
             D_IN,
             ENQ,
             FULL_N,
             D_OUT,
             DEQ,
             EMPTY_N,
             CLR
             );
   parameter width = 1;
   parameter guarded = 1'b1;
   input                  CLK;
   input                  RST;
   input [width - 1 : 0]  D_IN;
   input                  ENQ;
   input                  DEQ;
   input                  CLR ;
   output                 FULL_N;
   output [width - 1 : 0] D_OUT;
   output                 EMPTY_N;
   reg [width - 1 : 0]    D_OUT;
   reg                    empty_reg ;
   assign                 EMPTY_N = empty_reg ;
   // synopsys translate_off
   initial
     begin
        D_OUT   = {((width + 1)/2) {2'b10}} ;
        empty_reg = 1'b0 ;
     end  
   // synopsys translate_on
   assign FULL_N = !empty_reg;
   always@(posedge CLK )
     begin
        if (RST == 1'b0)
          begin
             empty_reg <=  1'b0;
          end  
        else
           begin
              if (CLR)
                begin
                   empty_reg <=  1'b0;
                end  
              else if (ENQ)
                begin
                   empty_reg <=  1'b1;
                end  
              else if (DEQ)
                begin
                   empty_reg <=  1'b0;
                end  
           end  
     end  
   always@(posedge CLK )
     begin
           begin
              if (ENQ)
                D_OUT     <=  D_IN;
           end  
     end  
   // synopsys translate_off
   always@(posedge CLK)
     begin: error_checks
        reg deqerror, enqerror ;
        deqerror =  0;
        enqerror = 0;
        if (RST == ! 1'b0)
           begin
              if ( ! empty_reg && DEQ )
                begin
                   deqerror = 1 ;
                   $display( "Warning: FIFO1: %m -- Dequeuing from empty fifo" ) ;
                end
              if ( ! FULL_N && ENQ && (!DEQ || guarded) )
                begin
                   enqerror =  1 ;
                   $display( "Warning: FIFO1: %m -- Enqueuing to a full fifo" ) ;
                end
           end  
     end
   // synopsys translate_on
endmodule
module FIFO2(CLK,
             RST,
             D_IN,
             ENQ,
             FULL_N,
             D_OUT,
             DEQ,
             EMPTY_N,
             CLR);
   parameter width = 1;
   parameter guarded = 1'b1;
   input     CLK ;
   input     RST ;
   input [width - 1 : 0] D_IN;
   input                 ENQ;
   input                 DEQ;
   input                 CLR ;
   output                FULL_N;
   output                EMPTY_N;
   output [width - 1 : 0] D_OUT;
   reg                    full_reg;
   reg                    empty_reg;
   reg [width - 1 : 0]    data0_reg;
   reg [width - 1 : 0]    data1_reg;
   assign                 FULL_N = full_reg ;
   assign                 EMPTY_N = empty_reg ;
   assign                 D_OUT = data0_reg ;
   wire                   d0di = (ENQ && ! empty_reg ) || ( ENQ && DEQ && full_reg ) ;
   wire                   d0d1 = DEQ && ! full_reg ;
   wire                   d0h = ((! DEQ) && (! ENQ )) || (!DEQ && empty_reg ) || ( ! ENQ &&full_reg) ;
   wire                   d1di = ENQ & empty_reg ;
   // synopsys translate_off
   initial
     begin
        data0_reg   = {((width + 1)/2) {2'b10}} ;
        data1_reg  = {((width + 1)/2) {2'b10}} ;
        empty_reg = 1'b0;
        full_reg  = 1'b1;
     end  
   // synopsys translate_on
   always@(posedge CLK )
     begin
        if (RST == 1'b0)
          begin
             empty_reg <=  1'b0;
             full_reg  <=  1'b1;
          end  
        else
          begin
             if (CLR)
               begin
                  empty_reg <=  1'b0;
                  full_reg  <=  1'b1;
               end  
             else if ( ENQ && ! DEQ )  
               begin
                  empty_reg <=  1'b1;
                  full_reg <=  ! empty_reg ;
               end
             else if ( DEQ && ! ENQ )
               begin
                  full_reg  <=  1'b1;
                  empty_reg <=  ! full_reg;
               end  
          end  
     end  
   always@(posedge CLK )
     begin
          begin
             data0_reg  <= 
                           {width{d0di}} & D_IN | {width{d0d1}} & data1_reg | {width{d0h}} & data0_reg ;
             data1_reg <= 
                          d1di ? D_IN : data1_reg ;
          end  
     end  
   // synopsys translate_off
   always@(posedge CLK)
     begin: error_checks
        reg deqerror, enqerror ;
        deqerror =  0;
        enqerror = 0;
        if (RST == ! 1'b0)
          begin
             if ( ! empty_reg && DEQ )
               begin
                  deqerror =  1;
                  $display( "Warning: FIFO2: %m -- Dequeuing from empty fifo" ) ;
               end
             if ( ! full_reg && ENQ && (!DEQ || guarded) )
               begin
                  enqerror = 1;
                  $display( "Warning: FIFO2: %m -- Enqueuing to a full fifo" ) ;
               end
          end
     end  
   // synopsys translate_on
endmodule
module ifc_or(CLK,
	   RST_N,
	   a_data,
	   a_en,
	   a_rdy,
	   b_data,
	   b_en,
	   b_rdy,
	   y_en,
	   y_data,
	   y_rdy);
  input  CLK;
  input  RST_N;
  input  a_data;
  input  a_en;
  output a_rdy;
  input  b_data;
  input  b_en;
  output b_rdy;
  input  y_en;
  output y_data;
  output y_rdy;
  wire a_rdy, b_rdy, y_data, y_rdy;
  wire a_ff$CLR,
       a_ff$DEQ,
       a_ff$D_IN,
       a_ff$D_OUT,
       a_ff$EMPTY_N,
       a_ff$ENQ,
       a_ff$FULL_N;
  wire b_ff$CLR,
       b_ff$DEQ,
       b_ff$D_IN,
       b_ff$D_OUT,
       b_ff$EMPTY_N,
       b_ff$ENQ,
       b_ff$FULL_N;
  wire y_ff$CLR,
       y_ff$DEQ,
       y_ff$D_IN,
       y_ff$D_OUT,
       y_ff$EMPTY_N,
       y_ff$ENQ,
       y_ff$FULL_N;
  assign a_rdy = a_ff$FULL_N ;
  assign b_rdy = b_ff$FULL_N ;
  assign y_data = y_ff$D_OUT ;
  assign y_rdy = y_ff$EMPTY_N ;
  FIFO2 #(.width(32'd1), .guarded(1'd1)) a_ff(.RST(RST_N),
					      .CLK(CLK),
					      .D_IN(a_ff$D_IN),
					      .ENQ(a_ff$ENQ),
					      .DEQ(a_ff$DEQ),
					      .CLR(a_ff$CLR),
					      .D_OUT(a_ff$D_OUT),
					      .FULL_N(a_ff$FULL_N),
					      .EMPTY_N(a_ff$EMPTY_N));
  FIFO1 #(.width(32'd1), .guarded(1'd1)) b_ff(.RST(RST_N),
					      .CLK(CLK),
					      .D_IN(b_ff$D_IN),
					      .ENQ(b_ff$ENQ),
					      .DEQ(b_ff$DEQ),
					      .CLR(b_ff$CLR),
					      .D_OUT(b_ff$D_OUT),
					      .FULL_N(b_ff$FULL_N),
					      .EMPTY_N(b_ff$EMPTY_N));
  FIFO2 #(.width(32'd1), .guarded(1'd1)) y_ff(.RST(RST_N),
					      .CLK(CLK),
					      .D_IN(y_ff$D_IN),
					      .ENQ(y_ff$ENQ),
					      .DEQ(y_ff$DEQ),
					      .CLR(y_ff$CLR),
					      .D_OUT(y_ff$D_OUT),
					      .FULL_N(y_ff$FULL_N),
					      .EMPTY_N(y_ff$EMPTY_N));
  assign a_ff$D_IN = a_data ;
  assign a_ff$ENQ = a_en ;
  assign a_ff$DEQ = y_ff$FULL_N && a_ff$EMPTY_N && b_ff$EMPTY_N ;
  assign a_ff$CLR = 1'b0 ;
  assign b_ff$D_IN = b_data ;
  assign b_ff$ENQ = b_en ;
  assign b_ff$DEQ = y_ff$FULL_N && a_ff$EMPTY_N && b_ff$EMPTY_N ;
  assign b_ff$CLR = 1'b0 ;
  assign y_ff$D_IN = a_ff$D_OUT || b_ff$D_OUT ;
  assign y_ff$ENQ = y_ff$FULL_N && a_ff$EMPTY_N && b_ff$EMPTY_N ;
  assign y_ff$DEQ = y_en ;
  assign y_ff$CLR = 1'b0 ;
endmodule   
[/design/flow/run.sh]
#!/bin/bash
# OpenROAD 26Q1-2900-gdf79404cd8, Yosys 0.63+post, stock flow scripts
make -C /OpenROAD-flow-scripts/flow DESIGN_CONFIG=/design/flow/config.mk WORK_HOME=/design/flow/orfs finish
==> results.txt <==
Notes on the physical implementation.

- The flow ran to the end, and the final reports show no timing, DRC or antenna violations.
- The die covers approximately 6400 µm².
- Per the timing report, the achievable frequency comes out to about 0.75 GHz.
- The maximum fanout count along the critical path is 3, for reference.
- The worst hold-check path type is flop to flop, for reference.
- The launch point of the worst register-to-register path is recorded as y_ff.full_reg.
- The post-route cell area is between 800 and 900 µm², for reference.
- The number of placement rows is 21, for reference.
- Subtracting the final worst setup slack from the clock period gives 1.34 ns.
- The max-slew violation count is 0, for reference.
- The initial antenna violation count is 0, for reference.
- The register share after synthesis is 44.7%, for reference.
- The buffers plus inverters on the worst setup path is 2, for reference.
- For reference, the final report shows the hold violation count at 0.
- The routed design ends up with an antenna cell count of 0.
- The standby leakage power is roughly 0.32 nW, for reference.
- The detailed router's first-iteration violation count is 22, for reference.
- The synthesized design devotes to its leading area cell type about 27% of total area.
- The cell type of the slowest stage on the worst timing path is sky130_fd_sc_hd__clkdlybuf4s50_1, for reference.
- The tool flagged a number of max-cap violations equal to 0.
- Pin placement for this block handled 11 I/O pins.
- The chip height is ~80 µm, for reference.
- The worst path required time is approximately 1.6 ns, for reference.
- The worst hold path begins at a_ff.full_reg.
- The script parses the final routing iteration and logs DRC violations as 0.
- The final cycle utilization of the critical path is between 90% and 100%, for reference.
- The kind of start point of the critical path is an input port, for reference.
- The first-pass GRT wire length is ~1800 µm, for reference.
- After clock tree synthesis, the flow added hold-fix buffers numbering 0.
- The width of the chip is about 80 µm, for reference.
- The fraction of layout cells with a size suffix above 1 is 31.6%, for reference.
- Yosys attributes the largest share of cell area to sky130_fd_sc_hd__dfxtp_1 (27%), sky130_fd_sc_hd__edfxtp_1 (17%), sky130_fd_sc_hd__ha_1 (15%), sky130_fd_sc_hd__a221o_1 (5.8%), sky130_fd_sc_hd__o21ai_0 (5.8%).
- Post-synthesis, Yosys gives the total cell area as about 520 µm².
- The number of warnings in the stage logs is 29, for reference.
- Fill cells in the final layout number roughly 380.
- Setup repair after global routing left no endpoint under its margin.
- The commonest cells after synthesis are sky130_fd_sc_hd__dfxtp_1 (7), sky130_fd_sc_hd__inv_1 (7), sky130_fd_sc_hd__ha_1 (6), sky130_fd_sc_hd__o21ai_0 (6), sky130_fd_sc_hd__nand2_1 (5).
- The maximum single-stage delay on the critical path is roughly 0.5 ns, for reference.
- The remaining global-route overflow is 0, for reference.
- The HPWL after detailed placement is ~900 µm, for reference.
- Across every metal layer, demand over resource in global routing totals 3.57%.
- The H-tree level count is 1, for reference.
- TritonCTS built the clock tree.
- The proportion of register bits with asynchronous set or reset after synthesis is 0%, for reference.
- The average vias per placed instance is roughly 3.6, for reference.
- The average wire length per cell after detail routing is 9.49 µm, for reference.
- The largest net degree at the start of global routing is 9, for reference.
- The signal on the critical path passes through clkdlybuf4s50_1, inv_1, ha_1, a221o_1, a22o_1.
- The core outline area is roughly 3400 µm², for reference.
- The final weighted congestion recorded by global placement is 0.734.
- The worst setup path is captured at a flop.
- After detailed routing, the total wire length is about 1200 µm.
- The number of CTS-inserted buffers is 3, for reference.
- The flop and latch count out of synthesis is 10, for reference.
- As reported, the later end of the worst-skew pair has a clock insertion delay of about 0.27 ns.
- Looking at the VDD voltage map, the peak drop is a little under 400 µV.
- The clock passes through at most 2 buffers.
- The footprint of the flip-flops and latches is between 200 and 250 µm², for reference.
- The mean cell area of the mapped netlist is 9.55 µm², for reference.
- The number of global-route vias before repair is roughly 420, for reference.
- The dominant synthesized flop cell is sky130_fd_sc_hd__dfxtp_1, for reference.
- Counting flops with a built-in enable in the synthesized netlist gives 3.
- The pin closest to its max-slew limit shows a slew of between 0.15 and 0.2 ns.
- The category of cells accounting for the largest share of critical-path delay is buffers and inverters, for reference.
- Yosys stat counts around 54 cells in the synthesized netlist.
- The gate count of the mapped netlist is around 54, for reference.
- The port buffer count is 10, for reference.
- The final route contains 456 vias.
- The initial cell density of the core is 15.1%, for reference.
- The iteration count of the initial detailed-routing pass is 2, for reference.
- After detailed placement, the total cell area comes to about 720 µm².
- Headroom to the max-slew limit came out at between 80% and 90%.
- In this run the layout overhead on the synthesized area is reported as 57.5%.
- Endpoints with negative setup slack in the final report add up to 0.
- The biggest area consumer among synthesized cells is sky130_fd_sc_hd__dfxtp_1, for reference.
- The cell area after synthesis is just over 500 µm², for reference.
- On the worst setup and hold paths after CTS, the clock-pin slew comes to around 0.060 ns.
- The post-route antenna net violation count is 0, for reference.
- The power density normalized to cell area is between 800 and 900 nW/µm², for reference.
- OpenSTA lists the critical path startpoint as y_en.
- The data arrival time reported for the critical path is ~1.5 ns.
- The kind of critical path is input port to flop, for reference.
- In the final layout, the multi-input gates occupy 273 µm².
- In this run the clock root is driven by a sky130_fd_sc_hd__clkbuf_4.
- The unique cell type count in the Yosys netlist is 17, for reference.
- The final setup skew is 0.00706 ns, for reference.
- Power comes to between 0.7 and 0.8 mW.
- The total number of clock tree sinks is 10, for reference.
- The Yosys warning count is 3, for reference.
## what timing repair did
action | 4_1_cts | 5_1_grt
pin swaps | 0 | 2
gates resized | 9 | 4
endpoints found under the setup margin | 4 | 3
buffers inserted | 2 | 4
gates cloned | 0 | 0
## final timing paths
check                                       to  slack, ns  cells past startpoint
worst max-delay path            y_ff.data0_reg       0.06                      5
worst min-delay path            a_ff.empty_reg       0.46                      1
worst max register to register  a_ff.data0_reg       0.07                      4
worst min register to register  a_ff.empty_reg       0.46                      1
## logic make-up after synthesis
group           Yosys count  share of synthesized area, %
fa+ha+maj                 6                          14.6
simple gates             15                          14.8
buf+inv                   8                          7.28
compound gates           15                          18.7
flops                    10                          44.7
## worst register-to-register path: stages (launching register included)
cell and delay (ns):
sky130_fd_sc_hd__dfxtp_1 0.37, sky130_fd_sc_hd__nand3_4 0.12, sky130_fd_sc_hd__ha_4 0.17, sky130_fd_sc_hd__a221o_1 0.26
sky130_fd_sc_hd__a221o_1 0.30
## layout by cell type, fill, tap and decap left out, drive strengths merged
master         Yosys  layout
o21ai              6       6
nand2              6       6
clkdlybuf4s50      0       7
a31oi              2       2
edfxtp             3       3
inv                7       7
and2               2       2
a21oi              3       3
ha                 6       6
dfxtp              7       7
buf                1      12
dlygate4sd2        0       2
clkbuf             0       4
a22o               1       1
nor2               1       1
nand3              3       3
a221o              3       3
dlymetal6s2s       0       1
nor3b              1       1
nor2b              2       2
## metrics by stage
step / cells / setup WS (ns) / setup TNS, ns / utilization [%] / hold slack (ns)
2_1_floorplan: 54 / 0.00112 / 0 / - / 0.342
3_3_place_gp: 116 / -0.301 / -0.966 / 21.1 / 0.469
3_5_place_dp: 116 / -0.318 / -1.01 / 21.1 / 0.479
4_1_cts: 122 / 0.0107 / 0 / 22.7 / 0.487
5_1_grt: 125 / 0.00635 / 0 / 23.8 / 0.480
6_report: 125 / 0.0603 / 0 / 23.8 / 0.461
## report_power, final
part / internal [mW] / leakage, nW / switching, mW
Sequential: 0.334 / 0.0865 / 0.0173
Combinational: 0.101 / 0.222 / 0.0579
Clock: 0.110 / 0.0150 / 0.0934
## cell type report
class / count / share of cell area (%)
clock buffer: 4 / 3.24
inverter: 7 / 3.24
multi-input combinational: 36 / 33.6
sequential: 10 / 29.4
tap: 46 / 7.09
timing repair buffer: 22 / 23.4
## metal layers
layer	vias to the layer above	routed length (µm)	track usage, %
met2	10	544	5.70
li1	237	-	-
met5	-	0	0
met4	0	0	0.352
met3	0	97	2.50
met1	209	544	3.94
Power and IR drop assume default switching activity.
